==> ./design.v <==
module exception_mult (output logic [31:0] z,
                        output logic zero_f,output logic inf_f,output logic nan_f,
                        output logic tiny_f,output logic huge_f,output logic inexact_f,
                        input logic [31:0] a,
                        input logic [31:0] b,
                        input logic [31:0] z_calc,
                        input logic [2:0] rnd,
                        input logic overflow, input logic underflow,input logic inexact);
typedef enum logic[2:0] {ZERO,INF,NORM,MIN_NORM,MAX_NORM} interp_t;
typedef enum logic [2:0] {IEEE_near=3'b000, IEEE_zero=3'b001, IEEE_pinf=3'b010, IEEE_ninf=3'b011,
near_up=3'b100, away_zero=3'b101} mode_t;
mode_t md;
function automatic interp_t num_interp(logic [31:0] a);
    if (a[30:23]==8'b00000000) begin
        num_interp = ZERO;
    end
    else if (a[30:23] == 8'b11111111) begin
            num_interp = INF;
    end
    else  begin
        num_interp = NORM;
    end
endfunction
function automatic logic [30:0] z_num(interp_t interp);
    case (interp)
        ZERO: z_num = 31'b0;
        INF: z_num = {8'b11111111,23'b0};
        MIN_NORM: z_num = {8'b00000001,23'b0};
        MAX_NORM: z_num = {8'b11111110,23'b11111111111111111111111};
        default: z_num = 31'b0;
    endcase
endfunction
interp_t a_interp;
interp_t b_interp;
always_comb begin:exception
zero_f= 1'b0;
inf_f= 1'b0;
nan_f= 1'b0;
tiny_f= 1'b0;
huge_f= 1'b0;
inexact_f= 1'b0;
md = mode_t'(rnd);
zero_f = 1'b0;
inf_f = 1'b0;
nan_f = 1'b0;
tiny_f = 1'b0;
huge_f = 1'b0;
inexact_f = 1'b0;
a_interp = num_interp(a);
b_interp = num_interp(b);
case(a_interp)
    ZERO: begin
        if (b_interp == INF) begin
            inf_f= 1'b1;
            nan_f= 1'b1;
            z={1'b0,z_num(INF)};
        end
        else begin
            z={z_calc[31],z_num(ZERO)};
            zero_f= 1'b1;
        end
    end
    INF: begin
        if (b_interp == ZERO) begin
            z={1'b0,z_num(INF)};
            inf_f= 1'b1;
            nan_f= 1'b1;
        end
        else begin
            z={z_calc[31],z_num(INF)};
            inf_f= 1'b1;
        end
    end
    NORM: begin
        if (b_interp == INF) begin
            z={z_calc[31],z_num(INF)};
            inf_f= 1'b1;
        end
        else if (b_interp == ZERO) begin
            z={z_calc[31],z_num(ZERO)};
            zero_f= 1'b1;
        end
        else begin
            if (overflow) begin
            huge_f= 1'b1;
            inexact_f= 1'b1;
        if ((md == away_zero) || (md == IEEE_near)) begin
            z={z_calc[31], z_num(INF)};
            inf_f= 1'b1;
        end else if ((md == IEEE_zero)) begin
            z={z_calc[31], z_num(MAX_NORM)};
            end else if (((md == IEEE_pinf) && !z_calc[31]) || (md == IEEE_ninf && z_calc[31])) 
        begin
            z={z_calc[31], z_num(INF)};
            inf_f= 1'b1;
        end else if (md == near_up) begin 
            z={z_calc[31], z_num(INF)};
            inf_f= 1'b1;
        end else begin
            z={z_calc[31], z_num(MAX_NORM)};
        end
    end else if (underflow) begin
        tiny_f= 1'b1;
        inexact_f= 1'b1;
        if ((md == IEEE_near)) begin
            z={z_calc[31], z_num(ZERO)};
            zero_f= 1'b1;
        end else if ((md == away_zero)) begin
            z={z_calc[31], z_num(MIN_NORM)};
        end else if ((md == IEEE_zero)) begin
             z={z_calc[31], z_num(ZERO)};
             zero_f= 1'b1;
        end else if(md==near_up) begin
            z={z_calc[31], z_num(ZERO)};
        end
         else if (((md == IEEE_pinf) && !z_calc[31]) || (md == IEEE_ninf && z_calc[31])) 
        begin
             z={z_calc[31], z_num(MIN_NORM)};
        end else if (md == near_up) begin 
            z={z_calc[31], z_num(ZERO)};
            zero_f= 1'b1;
        end else begin
            z={z_calc[31], z_num(ZERO)};
            zero_f=1'b1;
        end 
    end else begin
        z=z_calc;
        inexact_f= inexact;
    end
        end
    end
    default: begin
        z={z_calc[31],8'b11111111,23'b11111111111111111111110};  
        nan_f= 1'b1;
    end
endcase
end
endmodule
module fp_mult( input logic [31:0] a,
                    input logic [31:0] b,
                    input logic [2:0] rnd,
                    output logic [31:0] z,
                    output logic [7:0] status);
logic [23:0] mantissa_a, mantissa_b;
logic [22:0] normalized_mantissa_result;
logic [9:0] normalized_exponent_result;
logic [7:0] exponent_a, exponent_b;
logic [9:0] exp_add;
logic sign_a,sign_b,sign;
const logic [9:0] bias= 127;
logic [47:0] mantissa_mult;
logic guard,sticky,inexact;
logic [24:0] result;
logic [23:0] normalized_mantissa;
logic [2:0] md;
logic overflow,underflow;
logic [9:0] temp;
logic addition;
logic [23:0] post_rounded_mantissa;
always_comb begin
mantissa_a={1'b1,a[22:0]};
mantissa_b={1'b1,b[22:0]};
exponent_a=a[30:23];
exponent_b=b[30:23];
sign_a= a[31]; sign_b= b[31];
status[6]=0;  
status[7]=0;  
sign= sign_a ^ sign_b;
exp_add= exponent_a + exponent_b - bias;
mantissa_mult= mantissa_a * mantissa_b;
addition=((result[24] == 1))? 1'b1 : 1'b0;
temp = normalized_exponent_result+addition;
if (addition) begin
    post_rounded_mantissa = result>>1; 
end else post_rounded_mantissa = result;
overflow = ($signed(temp) > $signed(254));
underflow = ($signed(temp) < $signed(1));
end
normalize_mult n1(.normalized_exponent(normalized_exponent_result),
                                                .normalized_mantissa(normalized_mantissa_result),
                                                .guard(guard),
                                                .sticky(sticky),
                                                .P(mantissa_mult),
                                                .exp_add(exp_add));
rounding_mult r1(.result(result),
                   .inexact(inexact),
                   .normalized_mantissa({1'b1,normalized_mantissa_result}),
                   .rnd(rnd),
                   .guard(guard),
                   .sticky(sticky),
                   .sign(sign));
exception_mult e1(.z(z),
                    .zero_f(status[0]),
                    .inf_f(status[1]),
                    .nan_f(status[2]),
                    .tiny_f(status[3]),
                    .huge_f(status[4]),
                    .inexact_f(status[5]),
                    .a(a),
                    .b(b),
                    .z_calc({sign,temp[7:0],post_rounded_mantissa[22:0]}),
                    .rnd(rnd),
                    .overflow(overflow),
                    .underflow(underflow),
                    .inexact(inexact));
endmodule
module normalize_mult(output logic [9:0] normalized_exponent,
                            output logic [22:0] normalized_mantissa,
                            output logic guard,
                            output logic sticky,
                            input logic [47:0] P,
                            input logic [9:0] exp_add);
logic leading_one;
always_comb begin : normalisation
leading_one= P[47];
    if(leading_one) begin
        normalized_exponent= exp_add+1;
        normalized_mantissa= P[46:24];
        guard= P[23];
        sticky= (P[22:0] != 0);
    end
    else begin
        normalized_exponent= exp_add;
        normalized_mantissa= P[45:23];
        guard= P[22];
        sticky= (P[21:0] != 0);
    end
end
endmodule
typedef enum logic [2:0] {IEEE_near=3'b000, IEEE_zero=3'b001, IEEE_pinf=3'b010, IEEE_ninf=3'b011,
near_up=3'b100, away_zero=3'b101} mode_t;
module rounding_mult( output logic [24:0] result,
                        output logic inexact,
                        input logic [23:0] normalized_mantissa,
                        input logic [2:0] rnd,
                        input logic guard,input logic sticky, input logic sign);
always_comb begin : type_casting
logic addition;
mode_t md;
md = mode_t'(rnd);
inexact= (sticky | guard);  
    case (md)
        IEEE_near:  addition = guard && (sticky || normalized_mantissa[0]);
        IEEE_zero: addition = 0;
        IEEE_pinf: addition = !sign && inexact;
        IEEE_ninf: addition = sign && inexact;
        near_up: addition = guard && (!sign || sticky);
        away_zero: addition = inexact;
        default: addition = guard && (sticky || normalized_mantissa[0]);
    endcase
    if (addition) begin
            result = normalized_mantissa + 1;
    end
    else begin
        result = normalized_mantissa;
    end
end
endmodule
==> ./run.sh <==
#!/bin/bash
# OpenROAD 26Q1-2900-gdf79404cd8, Yosys 0.63+post, stock flow scripts
make -C /OpenROAD-flow-scripts/flow DESIGN_CONFIG=/design/flow/config.mk WORK_HOME=/design/flow/orfs finish
==> ./config.mk <==
export PLATFORM = sky130hd
export DESIGN_NAME = fp_mult
export DESIGN_NICKNAME = fp_mult
export VERILOG_FILES = /design/flow/design.v
export SDC_FILE = /design/flow/constraint.sdc
export NUM_CORES = 4
export LEC_CHECK = 1
export CORE_UTILIZATION = 40
==> ./constraint.sdc <==
current_design fp_mult

set clk_period 54.8
set clk_io_pct 0.2

create_clock -name clk0 -period $clk_period

set non_clock_inputs [all_inputs -no_clocks]
set_input_delay [expr $clk_period * $clk_io_pct] -clock clk0 $non_clock_inputs
set_output_delay [expr $clk_period * $clk_io_pct] -clock clk0 [all_outputs]
==> results.tsv <==
metric	value	unit
outcome	finished, final reports clean	
flop_area	0	um^2
finalCritPeriodShare	62.6	%
ant_nets	0	
flop-count	0	
grtUsageTotal	23.7	%
maxCapViolations	0	
finalCriticalPeriod	34280	ps
ys_types	104	
drt-total-wl	62600	um
area_delta_synth_final	7.47	%
fillers	5590	
via_count	18400	
grt-ovfl-total	0	
warning_count	34	
worst_pin_slew	868	ps
critPathTopFamily	adder cells	
synthTopCellsByArea	fa_1 42%, ha_1 10%, inv_1 10%	
dpl_cell_area	24700	um^2
grt_pass1_vias	19400	
cp-end-kind	output port	
fp-utilization	40.7	%
die_y	242	um
yosys.area.top_type	fa_1	
drt-initial-drc-count	872	
path_class	in2out	
cp_num_buf_inv	9	
layout-drive-gt1-share	4.39	%
min_path_type	in2out	
antenna_found_initial	0	
slowest_delay	860	ps
post_cts_resized	0	
antenna_cells	0	
setup_viol	0	
start_kind	input port	
grt_pass1_wl	106000	um
crit_fanout	26	
avgSynthCellArea	8.25	um^2
hpwl	52000	um
common_cells	640 x inv_1, 483 x fa_1, 346 x nand2_1	
ys_cells	2791	
fmax	0.0292	GHz
ios	107	
yosys_area	23000	um^2
core_area	56600	um^2
max_slew_margin	41.7	%
gp_congestion	0.958	
io_buffers	105	
drc	0	
yosys.area.top_type_share	42.0	%
synthCells	2791	
syn_area	23000	um^2
crit_top_cell	fa_1	
arrival	23320	ps
drtPass1Iterations	5	
crit_required	43840	ps
rsz0062_at_grt	false	
final-hold-violation-count	0	
ys_warn_count	4	
num-clock-buffers	0	
logic_area	20000	um^2
maxSlewViolCount	0	
ctsHoldBuffers	0	
setup_tns	0	ps
grt_max_degree	38	
avgRoutedWirePerCell	17.6	um
die-area	58500	um^2
critPathSlowestCell	clkdlybuf4s50_1	
seq_area_frac_synth	0	%
fp.dieW	242	um
finalInstanceArea	24700	um^2
rows	87	
most_common_cell	inv_1	
avgViaCountPerCell	5.16	
post_cts_buffers	0	
==> metal layers <==
| layer | routed length [um] | vias to the layer above | part of all wire, % | track usage [%] |
|---|---|---|---|---|
| met1 | 27300 | 9016 | 44 | 34.5 |
| met4 | 788 | 2 | 1.3 | 2.18 |
| li1 | - | 8624 | - | - |
| met2 | 28200 | 693 | 45 | 35.4 |
| met3 | 6280 | 51 | 10 | 9.86 |
| met5 | 65 | - | 0.10 | 0.817 |
==> layout make-up <==
class,instances,area share [%]
repair buffers,152,5.68
inverters,644,9.77
multi-input cells,2008,80.7
well taps,756,3.82
==> tightest hold or removal path: stages <==
cell	delay [ps]
clkdlybuf4s50_1	470
xnor2_1	270
nor2_1	80
clkdlybuf4s50_1	400
==> final timing paths <==
kind / start / depth (start not counted) / endpoint
max: b[0] / 39 / status[5]
min: a[31] / 4 / z[31]
==> per-stage QoR <==
stage | setup slack, ps | hold slack, ps | util, % | cells
final | 20520 | 23140 | 43.7 | 3560
after global routing | 19590 | 23190 | 43.7 | 3560
after CTS | 20490 | 23140 | 43.7 | 3560
after detailed placement | 20540 | 23130 | 43.7 | 3560
after global placement | 20700 | 23120 | 43.7 | 3560
after floorplan | 22730 | 22110 | - | 2792
==> logic make-up after synthesis <==
kind of cell / Yosys count / share of synthesized area, %
fa+ha+maj: 676 / 52.5
compound gates: 332 / 10.3
simple gates: 912 / 20.3
buf+inv: 784 / 13.3
mux: 19 / 0.843
other cells: 1 / 0.0163
xor+xnor: 67 / 2.71
==> layout by cell type, fill, tap and decap left out, types with 5 or more instances in the layout <==
| master | instances |
|---|---|
| inv_1 | 640 |
| nor2_1 | 93 |
| nand4_1 | 29 |
| nor3b_1 | 6 |
| nor2b_1 | 8 |
| o211ai_1 | 18 |
| buf_4 | 47 |
| fa_1 | 483 |
| and3_1 | 9 |
| ha_1 | 193 |
| o21ai_0 | 56 |
| o21bai_1 | 6 |
| a311oi_1 | 7 |
| clkdlybuf4s50_1 | 105 |
| nand2_1 | 346 |
| a21o_1 | 18 |
| and2_1 | 263 |
| a211o_1 | 5 |
| a21oi_2 | 22 |
| o2111ai_1 | 5 |
| a211oi_1 | 14 |
| o21a_1 | 9 |
| a31oi_1 | 14 |
| xor2_1 | 23 |
| xnor2_1 | 39 |
| nand3_1 | 42 |
| a21oi_1 | 82 |
| nand2b_1 | 10 |
| and4_1 | 6 |
| or3_1 | 12 |
| o21ai_1 | 5 |
| nor4_1 | 15 |
| nor3_1 | 37 |
| mux2i_1 | 16 |
